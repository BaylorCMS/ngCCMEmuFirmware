## flow/config.mk

```make
export PLATFORM = sky130hd
export DESIGN_NAME = control_emulator
export DESIGN_NICKNAME = control_emulator
export VERILOG_FILES = /design/flow/design.v
export SDC_FILE = /design/flow/constraint.sdc
export NUM_CORES = 4
export LEC_CHECK = 1
export CORE_UTILIZATION = 50
```

## flow/constraint.sdc

```tcl
current_design control_emulator

set clk_period 3.6
set clk_io_pct 0.2

create_clock -name clk0 -period $clk_period [get_ports {clk_in_j1}]
create_clock -name clk1 -period $clk_period [get_ports {ext_clk_in}]
create_clock -name clk2 -period $clk_period [get_ports {int_clk_in}]

set non_clock_inputs [all_inputs -no_clocks]
set_input_delay [expr $clk_period * $clk_io_pct] -clock clk0 $non_clock_inputs
set_output_delay [expr $clk_period * $clk_io_pct] -clock clk0 [all_outputs]
```

## flow/design.v

```verilog
`timescale 1ns / 1ps
module control_emulator(
    input qie_reset_in,
    input pgood,
    input reset_switch,
	 input reset_in,
    input clk_select,
    input mode_select,
    input wte_in,
    input aux_in,
    input int_clk_in,
    input ext_clk_in,
    input clk_in_j1,
	 input qie_reset_source,
	 input aux2,
	 input aux3,
	 input alt1,
	 input alt2,
	 input GPIO_Extra0,
	 input GPIO_Extra1,
	 output peltEnab1,
	 output peltEnab2,
    output clk_out_p2,
    output qie_reset_out,
    output penable,
    output reset_out,
    output wte_out,
    output aux_out
    );
	assign clk_out_p2 = (clk_select) ? ( (mode_select) ? (int_clk_in) : (clk_in_j1) ) : ext_clk_in;
	wire delay_clk;
	assign delay_clk = (clk_select) ? ((mode_select) ? int_clk_in : clk_in_j1) : ext_clk_in;
	misc_controls miscControls(delay_clk, mode_select, aux2, aux3, peltEnab1, peltEnab2, pgood, aux_out, aux_in, penable);
	wire wte_out_extClk_extCtrl, reset_out_extClk_extCtrl, qie_reset_out_extClk_extCtrl;
	wire wte_out_intClk_extCtrl, reset_out_intClk_extCtrl, qie_reset_out_intClk_extCtrl;
	wire wte_out_extClk_intCtrl, reset_out_extClk_intCtrl, qie_reset_out_extClk_intCtrl;
	wire wte_out_intClk_intCtrl, reset_out_intClk_intCtrl, qie_reset_out_intClk_intCtrl;
	assign wte_out           = (clk_select) ? ((mode_select) ?       wte_out_intClk_intCtrl :       !wte_out_intClk_extCtrl) : ((mode_select) ?       wte_out_extClk_intCtrl :       !wte_out_extClk_extCtrl);
	assign qie_reset_out_tmp = (clk_select) ? ((mode_select) ? qie_reset_out_intClk_intCtrl : qie_reset_out_intClk_extCtrl) : ((mode_select) ? qie_reset_out_extClk_intCtrl : !qie_reset_out_extClk_extCtrl);
	assign reset_out         = (clk_select) ? ((mode_select) ?     reset_out_intClk_intCtrl :      reset_out_intClk_extCtrl) : ((mode_select) ?     reset_out_extClk_intCtrl :      reset_out_extClk_extCtrl);
	assign qie_reset_out = (!qie_reset_source) ? qie_reset_out_tmp : ext_clk_in;
	fast_controls_ext fcl_extClk_extCtrl(ext_clk_in, GPIO_Extra0, wte_in, reset_switch, qie_reset_in, wte_out_extClk_extCtrl, reset_out_extClk_extCtrl, qie_reset_out_extClk_extCtrl);
	fast_controls_ext fcl_intClk_extCtrl(clk_in_j1,  GPIO_Extra0, wte_in, reset_switch, qie_reset_in, wte_out_intClk_extCtrl, reset_out_intClk_extCtrl, qie_reset_out_intClk_extCtrl);
	fast_controls_int fcl_intClk_intCtrl(int_clk_in,                  reset_switch,               wte_out_intClk_intCtrl, reset_out_intClk_intCtrl, qie_reset_out_intClk_intCtrl);
endmodule
`timescale 1ns / 1ps
module counter    (
	 enable  ,   
	 clk     ,   
	 reset   ,   
	 cc      ,   
	 wte_trig   
);
	parameter NBUCKET = 12'd3563;  
	parameter WTEPOS  = 12'd0127;  
	input enable, clk, reset;
	reg [11:0] out;
	output reg cc, wte_trig;
	always @(posedge clk)
		if (reset || cc)
		begin
			out <= 12'b1;
			cc <= 1'b0;
		end
		else if (enable)
		begin
			out <= out + 1;
			if(out == NBUCKET)
				cc <= 1'b1;
			if(out == WTEPOS)
				wte_trig <= 1'b1;
			else
				wte_trig <= 1'b0;
		end
endmodule 
`timescale 1ns / 1ps
module fast_controls_ext(
    input clk,
    input reset_in,
    input wte_in,
    input reset_switch_in,
    input qie_reset_in,
    output wire wte_out,
    output reg reset_out,
    output reg qie_reset_out = 1'b0
    );
	assign wte_out = qie_reset_in; 
	reg [3:0] hold = 4'b0;
	always @(posedge clk)
	begin
		if(hold == 4'b0)
		begin
			if(qie_reset_in == 1'b0)
			begin
				qie_reset_out <= 1'b1;
				hold <= 4'b1;
			end
		end
		else
		begin
			hold <= hold + 1;
			qie_reset_out <= 1'b0;
		end
	end
	always @(posedge clk)
	begin
		if(reset_switch_in == 1'b0 || reset_in == 1'b1)
			reset_out <= 1'b1;
		else
			reset_out <= 1'b0;
	end
endmodule
`timescale 1ns / 1ps
module fast_controls_int(
    input clk,
    input reset_in,
    output wire wte_out,
    output reg reset_out,
    output wire qie_reset_out
    );
	wire cc, wte_trig;  
   counter upc(1'b1, clk,  reset_out, cc, wte_trig);
	assign qie_reset_out = cc;
	assign wte_out = wte_trig;
	always @(posedge clk)
	begin
		if(reset_in == 1'b0)
			reset_out <= 1'b1;
		else
			reset_out <= 1'b0;
	end
endmodule
`timescale 1ns / 1ps
module misc_controls(
	 input delay_clk,
	 input mode,
    input peltEnable1_in,
    input peltEnable2_in,
    output peltEnable1_out,
    output peltEnable2_out,
    input pgood_in,
	 output pgood_out,
    input penable_in,
	 output penable_out
    );
	reg penable_reg;
	reg [18:0] delay_reg;
	always @(posedge delay_clk)
	begin
		if(delay_reg <= 400000)
		begin
			delay_reg <= delay_reg + 1;
			penable_reg <= 0;
		end
		else
		begin
			penable_reg <= 1;
		end
	end
	assign peltEnable1_out = peltEnable1_in;
	assign peltEnable2_out = peltEnable2_in;
	assign pgood_out = pgood_in;
	assign penable_out = mode ? penable_reg : penable_in;
endmodule
```

## flow/run.sh

```bash
#!/bin/bash
# OpenROAD 26Q1-2900-gdf79404cd8, Yosys 0.63+post, stock flow scripts
make -C /OpenROAD-flow-scripts/flow DESIGN_CONFIG=/design/flow/config.mk WORK_HOME=/design/flow/orfs finish
```

==> results.txt <==
Implementation results are summarized by area below.

Run status
The run finished with clean final reports.

Critical path
The reg-to-reg endpoint is miscControls.delay_reg[14]. Per the timing report, the most critical flop-to-flop path originates at miscControls.delay_reg[7]. The critical path's top delay family is buffers and inverters.

Traced cell by cell, the critical path runs through clkbuf_8, clkbuf_8, mux2i_4, a21oi_4, clkbuf_8, clkdlybuf4s50_1. Counting both buffers and inverters, the worst setup path holds a total of 4. The worst setup path is captured at an output port.

The capture point of the worst path is clk_out_p2. The cell repeated most along the worst path is clkbuf_8. For the worst flop-to-flop path, the logic depth is 4. Looking at the critical path, the highest net fanout was 2.

Among all stages on the critical path, the largest delay is contributed by clkdlybuf4s50_1. The setup path with the least slack is of type clock port to output port. On the worst path, the slowest cell contributes a delay of 0.38 ns.

STA classifies the critical path startpoint as a clock port. The OpenROAD report gives the critical path a data arrival time of 2.83 ns. Per the OpenROAD timing report, the critical path contains 6 cells. Across all register-to-register paths, the minimum setup slack is 1.25 ns. Data on the critical path is required at its endpoint by 2.88 ns.

The most critical setup path has its startpoint at clk_in_j1.

Floorplanning
For reference, the placement row count at floorplan is 24. The die area is 4790 um^2. The vertical die dimension is 69.2 um. The count of boundary I/O pins is 26. The horizontal die dimension is 69.2 um. The initial cell density of the core is 0.519. The core footprint is 4350 um^2.

Route
The detailed router reported a total wirelength of 4.79 mm. The script logs the mean routed wire length per placed instance as 15.1 um. The total number of vias is 1,787. The DRC violation total after the first TritonRoute iteration is 100. The number of nets still failing antenna checks after routing is 0. In the routed layout, each cell is associated on average with a via count of 5.64. Antenna repair during routing inserted a diode count of 0.

The number of search-and-repair iterations in the first detailed-routing pass is 6. After detailed routing, the number of remaining DRC violations is 0.

Synthesis
By count the netlist is led by edfxtp_1, dfxtp_1, nand3_1, xnor2_1. Of the post-synthesis cell area, the dominant cell type holds 0.372. Sorting the synthesis cell report by count puts at the top edfxtp_1. The commonest register cell after synthesis is edfxtp_1. The number of distinct standard cells referenced by the synthesized netlist is 38. Sorting the synthesized cells by area gives the leading types as edfxtp_1, dfxtp_1, xnor2_1.

The post-synthesis instance area is 2260 um^2. The average cell area after synthesis is 11.0 um^2. The sequential cell area fraction in the yosys report is 0.541. Counting flops with an async set or reset pin after synthesis yields a share of 0. The area recorded from the Yosys report for this design is 2260 um^2. Counting flops and latches in the post-synthesis netlist gives 47.

The post-synth tally of flip-flops with integrated enable is 28. The post-synthesis cell type with the largest combined area is edfxtp_1. The cell total in the yosys stat output is 205. Synthesis produced a netlist whose cell count is 205.

The number of warning messages in the yosys log is 8.

Placed design
Detailed placement finished with a half-perimeter wire length of 2.66 mm. The count of buffers from port buffering is 12. The final RePlAce weighted congestion is 0.827.

Pwr
Per the OpenROAD power report, leakage power amounts to 1.31 nW. The net switching power figure is 0.552 mW. The net switching fraction of the power is 0.231. The power report attributes to the combinational group a share of 0.080.

The clock group share of total power is 0.648. The share of total power dissipated in sequential elements is 0.273. The report lists the power per cell area as 770 nW/um^2. The total internal power is 1.84 mW.

The post-layout total power is 2.39 mW. The worst vdd rail ir drop is 0.443 mV.

Layout
The share of layout cells above drive strength 1 is 0.242. The register with the most flip-flops in the layout has 19 of them. The layout filler cell count is 276. Relative to the synthesized area, the layout overhead comes to 37.6%.

Run
The count of warning messages emitted by the tools is 40. Max-cap violations in this run came to 0.

Min path
The class of the tightest hold or removal check is primary input to flop.

GRT
The first global-routing pass estimated 8.26 mm of wire. The via count of the first global-routing pass is 1,947. Recorded from the global router log, the overflow total was 0. Entering global routing, the biggest net connects 20 pins.

The overall track demand over capacity in global routing is 0.235. The number of antenna violations at the first check in global routing is 0.

STA
The most critical hold endpoint after final layout shows a slack of 0.112 ns. After layout, the setup clock skew is reported as 0.00573 ns. The final setup violation count is 0. The worst-case max-slew headroom was logged as 0.410. The slew at the pin closest to its max-slew limit is 0.882 ns.

Adding up every negative setup slack in the final design gives 0 ns. The final-report hold violation count is 0. Setup repair after global routing left no endpoint under its margin. The final-report max-slew violation count is 0.

Clocking
Looking at the worst setup and hold paths, the clock pins of their registers show a slew of 0.04 ns. The clock tree from TritonCTS is built.
[through the flow]
stage,setup slack [ns],instance area [um^2],utilization,cells
after floorplan,0.737,2260,-,205
after global placement,0.250,2420,0.556,265
after detailed placement,0.249,2420,0.556,265
after CTS,0.0178,3110,0.714,317
after global routing,0.0123,3110,0.714,317
final,0.0491,3110,0.714,317
[how the worst min path moves through the flow]
| stage | slack (ns) | startpoint | to | depth (start not counted) |
|---|---|---|---|---|
| final | 0.11 | reset_switch | fcl_intClk_extCtrl.reset_out | 2 |
| after global routing | 0.12 | reset_switch | fcl_intClk_extCtrl.reset_out | 2 |
| after CTS | 0.10 | reset_switch | fcl_intClk_extCtrl.reset_out | 2 |
[layer usage]
layer,GRT usage,vias up,wire length [um]
li1,-,836,-
met1,0.333,850,2140
met2,0.291,80,2130
met3,0.145,21,350
met4,0.125,0,161
met5,0,-,0
[logic make-up (layout without fill, tap and decap cells)]
group,count (synthesis),after routing,synth area share
adders and majority gates,7,7,0.0388
DFF,47,47,0.541
AOI/OAI and AO/OA,17,17,0.0410
and+or+nand+nor,84,84,0.223
xor gates and xnor gates,27,27,0.105
muxes,3,3,0.0139
buffers and inverters,20,80,0.0382
[timing repair]
action	in CTS	in global routing
hold buffers	0	0
resized	5	0
setup buffers	1	0
endpoints found under the setup margin	1	0
[cell type report]
type / instances / area (um^2) / share of cell area
Timing Repair Buffer: 11 / 108 / 0.0346
Inverter: 15 / 56.3 / 0.0181
Clock inverter: 1 / 5.00 / 0.00161
Multi-Input combinational cell: 138 / 977 / 0.314
Clock buffer: 53 / 676 / 0.217
Sequential cell: 47 / 1220 / 0.393
Tap cell: 52 / 65.1 / 0.0209
[layout by cell type, fill, tap and decap left out, types with 2 or more instances in the layout]
| master | instances |
|---|---|
| clkbuf_8 | 46 |
| nor3_1 | 5 |
| clkbuf_1 | 4 |
| nor2_1 | 14 |
| nand3_1 | 17 |
| inv_1 | 15 |
| ha_1 | 7 |
| nand2_1 | 12 |
| dfxtp_1 | 19 |
| nand2b_1 | 5 |
| and3_1 | 5 |
| xnor2_1 | 17 |
| nor4_1 | 3 |
| nand4_1 | 2 |
| or3_1 | 2 |
| nor4_2 | 2 |
| and2_1 | 3 |
| o211ai_1 | 2 |
| o21ai_0 | 6 |
| or3b_2 | 2 |
| xor2_1 | 10 |
| clkdlybuf4s50_1 | 12 |
| buf_4 | 2 |
| a21oi_1 | 6 |
| edfxtp_1 | 28 |
[power groups by stage]
stage / Combinational [mW] / Clock [mW] / Sequential (mW)
6_report: 0.190 / 1.55 / 0.652
4_1_cts: 0.186 / 1.58 / 0.652
5_1_grt: 0.216 / 1.64 / 0.659
Power is estimated from default activity; no workload was simulated.
